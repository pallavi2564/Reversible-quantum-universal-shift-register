==> flow/design.v <==
`timescale 1ns / 1ps
module dff(
    input clk,
    input d,
    output reg qn1,
    output reg qn2
);
reg b1, b2, b3, g, qn, c3;
always @(posedge clk) begin
    b1 <= clk;
    b2 <= (~clk & d) | (clk & qn);
    b3 <= (~clk & qn) | (clk & d);
    qn <= b3;
    c3 <= (~b1 & qn) | (b1 & qn2);
     g <= (~b1 & qn2) | (b1 & qn);
    qn2 <= g;    
    qn1<= g;   
end
endmodule
`timescale 1ns / 1ps
module mux2(
input a1,a2,a3,output s,b2,y0
    );
    assign s=a1;
    assign y0=(~a1&a2)|(a1&a3);
    assign b2=(~a1&a3)|(a1&a2);
endmodule
`timescale 1ns / 1ps
 module mux4( input i0,i1,i2,i3,s0,s1, output y     );    
 wire o1,o2,y3,y1,y2,g1,g2,g3;   
 mux2 m1(s0,i0,i1,y1,g1,o1);  
 mux2 m2(y1,i2,i3,y3,g2,o2);  
 mux2 m3(s1,o2,o1,y2,g3,y); 
 endmodule
`timescale 1ns / 1ps
module usr(input [3:0]i,
input clk ,
input  [1:0]select,
  input s_left,  
  input s_right ,
  output [3:0]q);
wire r[3:0];
wire b[3:0];
mux4 t4(q[0],q[1],s_left,i[0],select[0],select[1],b[0]);
mux4 t3(q[1],q[2],q[0],i[1],select[0],select[1],b[1]);
mux4 t2(q[2],q[3],q[1],i[2],select[0],select[1],b[2]);
mux4 t1(q[3],s_right,q[2],i[3],select[0],select[1],b[3]);
dff d4(clk,b[0],r[0],q[0]);
dff d3(clk,b[1],r[1],q[1]);
dff d2(clk,b[2],r[2],q[2]);
dff d1(clk,b[3],r[3],q[3]);
endmodule
==> flow/run.sh <==
#!/bin/bash
# OpenROAD 26Q1-2900-gdf79404cd8, Yosys 0.63+post, stock flow scripts
make -C /OpenROAD-flow-scripts/flow DESIGN_CONFIG=/design/flow/config.mk WORK_HOME=/design/flow/orfs finish
==> flow/config.mk <==
export PLATFORM = sky130hd
export DESIGN_NAME = usr
export DESIGN_NICKNAME = usr
export VERILOG_FILES = /design/flow/design.v
export SDC_FILE = /design/flow/constraint.sdc
export NUM_CORES = 4
export LEC_CHECK = 1
export CORE_AREA = 10 10 83 83
export DIE_AREA = 0 0 93 93
==> flow/constraint.sdc <==
current_design usr

set clk_period 2.3
set clk_io_pct 0.2

create_clock -name clk0 -period $clk_period [get_ports {clk}]

set non_clock_inputs [all_inputs -no_clocks]
set_input_delay [expr $clk_period * $clk_io_pct] -clock clk0 $non_clock_inputs
set_output_delay [expr $clk_period * $clk_io_pct] -clock clk0 [all_outputs]
==> run notes <==
Implementation run completed; key figures follow.

CTS:
- The run gives the number of buffers inserted by hold repair at cts as 0.
- After clock tree synthesis, the repair step resized 0 gates.
- The run gives the CTS clock-pin slew for the worst setup and hold paths as 0.06 ns.
- The run puts the count of buffers added by post-CTS timing repair for setup at 0.
- TritonCTS built the clock tree.
- The run gives the later-pin clock latency in the skew report as approximately 0.35 ns.

Power and ir drop:
- Looking at the VDD voltage map, the peak drop is 0.507 mV.
- The run puts the power density over the cells at between 1000 and 1500 nW/µm².
- The run gives the leakage power as 0.376 nW.

Yosys:
- Synthesis produced a netlist whose cell count is 47.
- The run puts the warning count from the yosys run at 2.
- By area the synthesized netlist is led by dfxtp_1 60%, mux2_2 7.9%, a211oi_1 5.3%, buf_4 5.3%, mux2i_1 3.5%.
- For this run, the chip area from Yosys synthesis comes to 569 µm².
- The run gives the total of flip-flops plus latches after synthesis as 17.
- The run gives the post-synthesis cell count from yosys as about 47.
- The average instance in the mapped netlist occupies between 10 and 15 µm².
- The run puts the cell area after synthesis at 569 µm².
- The run gives the sequential fraction of the synthesis area as 0.598.
- The run puts the number of library cell types mapped by synthesis at 14.
- Summed over all instances, the cell type with the most area after synthesis is dfxtp_1.
- Of the post-synthesis cell area, the dominant cell type holds 0.598.

Detailed routing:
- The run gives the total number of vias as 443.
- The run gives the number of search-and-repair iterations in the first detailed-routing pass as 2.
- The run gives the number of diodes as 0.
- The run gives the count of unresolved DRC violations after routing as 0.
- The run gives the residual antenna-violating net count after detailed routing as 0.
- For this run, the detailed router reports a per-instance via density of between 3 and 4.
- The run gives the iteration-0 DRC count of the detailed router as 22.
- The run gives the routed length per instance as roughly 10 µm.
- After detailed routing, the total wire length is 1.50 mm.

Final layout:
- The run gives the share of the core filled with cells in the final layout as 0.189.
- The run puts the fraction of layout cells with a size suffix above 1 at 0.297.
- The run gives the most common cell after layout, fill and taps aside as dfxtp_1.
- The flow measured a signed area growth from synthesis to layout of 70.5%.
- The run gives the non-filler instance count after layout as between 100 and 150.
- In the layout the commonest cells are 17 x dfxtp_1, 16 x clkbuf_8, 12 x clkdlybuf4s50_1.

STA:
- The run gives the worst hold slack as between 0.2 and 0.25 ns.
- Max-slew check failures listed in the final report amount to 0.
- The run puts the worst max-slew margin expressed relative to the limit at 0.695.
- The run gives the clock skew after layout as roughly 0.0040 ns.
- The run puts the number of setup violations in the final report at 0.
- The final layout reports a setup TNS of 0 ns.
- The run gives the slew of the pin with the lowest slew margin as around 0.46 ns.
- Setup repair after global routing left no endpoint under its margin.
- The run gives the final tally of hold violations as 0.

Floorplan:
- The run puts the placeable core region at around 5100 µm².
- The run puts the starting density of the core at 0.111.
- The run gives the x dimension of the die as around 93 µm.
- The run gives the placement row count as 26.
- Per the OpenROAD floorplan log, the area of the die is a little under 9000 µm².
- For this design the top-level I/O count stands at 13.
- The die is ~93 µm tall.

Worst setup path:
- The run gives the type of the setup path with the least slack as clock port to flip-flop.
- The run gives the kind of capture point of the worst setup path as a flip-flop.
- Traced cell by cell, the critical path runs through clkbuf_8 -> clkbuf_8 -> clkbuf_8 -> clkbuf_8 -> clkbuf_8 -> nand2_1 -> clkbuf_8 -> clkbuf_8 -> a211oi_1 -> nor3_1.
- At the worst endpoint, the required time is 2.58 ns.
- The run gives the flop-to-flop setup slack as roughly 1.3 ns.
- The run puts the worst stage delay on the critical path at roughly 0.19 ns.
- Counting stages on the worst path, the most repeated cell is clkbuf_8.
- The run puts the biggest fanout along the worst timing path at 4.
- The worst setup path is launched from a clock port.
- The data arrival time reported for the critical path is 2.30 ns.
- The run gives the library cell contributing the largest single delay on the critical path as nor3_1.

Flow run:
- The run gives the total of max-cap violations as 0.
- The number of warnings reported in the stage logs is 37.

Global route:
- For this run, global-route usage on met1 was measured as 0.0284.
- The run puts the pin count of the biggest net entering global routing at 12.
- For met2 alone, demand over resource in global routing was 0.0444.
- The run gives the number of global-route vias before repair as about 650.
- The run gives the met3 track demand over resource as 0.0541.
- The run gives the residual overflow from global routing as 0.
- The run gives the highest-utilization routing layer at the global route stage as met3.
- The first global-routing pass estimated roughly 2.5 mm of wire.
- The run gives the initial antenna violation count as 0.
- The run puts the total global routing track utilization at 0.0381.

Placed design:
- Routability-driven placement finished with a final weighted congestion of 0.739.
- The run gives the number of buffers inserted by port buffering as 12.
- The detailed placer reported the number of placed instances as around 120.

Min path:
- The run gives the class of the tightest hold or removal check as clock port to flip-flop.

Status:
- The flow ran to the end, and the final reports show no timing, DRC or antenna violations.
-- where the power goes --
part / switching [mW] / internal (mW)
sequential: 0.0220 / 0.363
clock: 0.268 / 0.571
combinational: 0.00752 / 0.0143
total: 0.298 / 0.948
-- flip-flops by register name, indices dropped and copies added (netlist names) --
register and count:
d2.qn2 1, d2.g 1, d3.g 1, d2.b3 1, d2.qn 1, d3.qn 1, d4.b3 1, d1.qn2 1
d3.b3 1, d2.b1 1, d3.qn2 1, d1.b3 1, d1.qn 1, d1.g 1, d4.g 1, d4.qn2 1
d4.qn 1
-- Yosys cell counts --
master,n
dfxtp_1,17
a211oi_1,4
buf_4,4
mux2_2,4
nand2b_1,3
a21oi_1,2
mux2i_1,2
nor2_1,2
nor2b_2,2
nor3_1,2
o221ai_1,2
and2b_1,1
buf_6,1
nand2_1,1
-- area by class of cell --
cell class / instances / area [µm²]
Sequential cell: 17 / 340
Timing Repair Buffer: 12 / 120
Tap cell: 70 / 87.6
Clock buffer: 20 / 235
Fill cell: 580 / 4170
Multi-Input combinational cell: 25 / 188
-- worst max-delay path: cells and delay by family --
family                 cells  cell delay [ns]
AND-OR/OR-AND              1             0.04
buffers and inverters      7             0.86
AND/OR/NAND/NOR            2             0.25
-- per-layer routing --
layer  vias up  share of wire
li1        213              -
met1       200           0.42
met2        23           0.44
met3         7           0.11
met4         0          0.023
met5         -              0
-- metrics by stage --
step,power [mW],setup slack [ns],cell area (µm²)
finish,1.25,0.282,971
global route,1.32,0.237,971
CTS,1.27,0.241,971
detailed placement,0.508,0.481,736
global placement,0.505,0.506,736
floorplan,0.488,0.784,569
-- cells by family (layout without fill, tap and decap cells) --
logic type	after synthesis	in the layout	share of synthesized area
simple gates	11	11	0.114
buf+inv	5	32	0.0725
flops	17	17	0.598
mux	6	6	0.114
compound gates	8	8	0.101
-- final timing paths --
path                              from      to  cells past startpoint
worst max-delay path               clk   d3.b3                     10
worst min-delay path               clk   d2.b1                      5
worst max register to register  d3.qn2   d3.b3                      3
worst min register to register    d4.g  d4.qn2                      0
Power is estimated from default activity; no workload was simulated.
